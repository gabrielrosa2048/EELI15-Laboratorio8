==> flow/run.sh <==
#!/bin/bash
# OpenROAD 26Q1-2900-gdf79404cd8, Yosys 0.63+post, stock flow scripts
make -C /OpenROAD-flow-scripts/flow DESIGN_CONFIG=/design/flow/config.mk WORK_HOME=/design/flow/orfs finish
==> flow/config.mk <==
export PLATFORM = sky130hd
export DESIGN_NAME = maquina_jornal
export DESIGN_NICKNAME = maquina_jornal
export VERILOG_FILES = /design/flow/design.v
export SDC_FILE = /design/flow/constraint.sdc
export NUM_CORES = 4
export LEC_CHECK = 1
export CORE_AREA = 10 10 70 70
export DIE_AREA = 0 0 80 80
==> flow/constraint.sdc <==
current_design maquina_jornal

set clk_period 3.0
set clk_io_pct 0.2

create_clock -name clk0 -period $clk_period [get_ports {clk}]

set non_clock_inputs [all_inputs -no_clocks]
set_input_delay [expr $clk_period * $clk_io_pct] -clock clk0 $non_clock_inputs
set_output_delay [expr $clk_period * $clk_io_pct] -clock clk0 [all_outputs]
==> flow/design.v <==
module maquina_jornal(clk, rst, inicio, c, u, jl, jn, dt, ljl, ljn, td, ruc, rdc, rr, ea);
	input clk, rst, inicio, u, c, jl, jn, dt;
	output reg ljl, ljn, td;
	output reg [3:0]ea;
	output reg [3:0]ruc; 
	output reg [3:0]rdc;
	output reg 	[3:0]rr;
	parameter e1=4'b0000;
	parameter e2=4'b0001;
	parameter e3=4'b0010;
	parameter e4=4'b0011;
	parameter e5=4'b0100;
	parameter e6=4'b0101;
	parameter e7=4'b0110;
	parameter e8=4'b0111;
	parameter e9=4'b1000;
	parameter e10=4'b1001;
	parameter e11=4'b1010;
	always @(posedge clk or negedge rst)
	begin
		if(!rst)
			ea <=e1;
		else
			case(ea)
			e1:
				begin
					if(inicio==1'b1)
						ea<=e2;
					else
						ea<=e1;
				end
			e2: 	
				begin
					if(c==1'b1)
						ea<=e3;
					else if(u==1'b1)
						ea<=e4;
					else
						ea<=e2;
				end
			e3:
				begin
					if(dt==1'b1)
						ea<=e9;
					else
						if(c==1'b1)
							ea<=e4;
						else if(u==1'b1)
							ea<=e5;
						else
							ea<=e3;
				end
			e4:
				begin
					if(dt==1'b1)
						ea<=e9;
					else
						if(c==1'b1)
							ea<=e5;
						else if(u==1'b1)
							ea<=e6;
						else if(jl==1'b1)
							ea<=e8;
						else
							ea<=e4;
				end
			e5:
				begin
					if(dt==1'b1)
						ea<=e9;
					else
						if(c==1'b1)
							ea<=e6;
						else if(jl==1'b1)
							ea<=e10;
						else
							ea<=e5;
				end
			e6:
				begin
					if(dt==1'b1)
						ea<=e9;
					else
						if(jn==1'b1)
							ea<=e7;
						else if(jl==1'b1)
							ea<=e11;
				end
			e7:
				begin
					ea<=e1;
				end
			e8:
				begin
					ea<=e1;
				end
			e9:
				begin
					ea<=e1;
				end
			e10:
				begin
					ea<=e3;
				end
			e11:
				begin
					ea<=e4;
				end
			default
				ea<=e1;
			endcase
	end
	always @(ea)
	begin
		case(ea)
		e1:
			begin
				ljl=1'b0;
				ljn=1'b0;
				td=1'b0;
				ruc=4'b0000;
				rdc=4'b0000;
				rr=4'b0000;
			end
		e2:
			begin
				ljl=1'b0;
				ljn=1'b0;
				td=1'b0;
				ruc=4'b0000;
				rdc=4'b0000;
				rr=4'b0000;
			end
		e3:
			begin
				ljl=1'b0;
				ljn=1'b0;
				td=1'b0;
				ruc=4'b0000;
				rdc=4'b0101;
				rr=4'b0000;
			end
		e4:
			begin
				ljl=1'b0;
				ljn=1'b0;
				td=1'b0;
				ruc=4'b0000;
				rdc=4'b0000;
				rr=4'b0001;
			end
		e5:
			begin
				ljl=1'b0;
				ljn=1'b0;
				td=1'b0;
				ruc=4'b0000;
				rdc=4'b0101;
				rr=4'b0001;
			end
		e6:
			begin
				ljl=1'b0;
				ljn=1'b0;
				td=1'b0;
				ruc=4'b0000;
				rdc=4'b0000;
				rr=4'b0010;
			end
		e7:
			begin
				ljl=1'b0;
				ljn=1'b1;
				td=1'b0;
				ruc=4'b0000;
				rdc=4'b0000;
				rr=4'b0000;
			end
		e8:
			begin
				ljl=1'b0;
				ljn=1'b1;
				td=1'b0;
				ruc=4'b0000;
				rdc=4'b0000;
				rr=4'b0000;
			end
		e9:
			begin
				ljl=1'b0;
				ljn=1'b0;
				td=1'b1;
				ruc=4'b0000;
				rdc=4'b0000;
				rr=4'b0000;
			end
		e10:
			begin
				ljl=1'b1;
				ljn=1'b0;
				td=1'b0;
				ruc=4'b0000;
				rdc=4'b0101;
				rr=4'b0000;
			end
		e11:
			begin
				ljl=1'b1;
				ljn=1'b0;
				td=1'b0;
				ruc=4'b0000;
				rdc=4'b0000;
				rr=4'b0001;
			end
		endcase
	end
endmodule
==> out/qor.txt <==
Adder share - 0%
Lkg Pwr - 0.0003236 uW
Setup TNS - 0 ps
Worst reg2reg path startpoint - ea[2]
Largest net degree at the start of global routing - 21
Flops after synth - 10
Startpoint types - flip-flop
Clock Tree Root - clkbuf_4
Filler cells - 382
# Cells Yosys - 80
Remaining Overflow, GRT - 0
Crit path required time - 2400 ps
Initial antenna violation count - 0
Initial DRC Count - 55
# hold bufs at CTS - 0
Status - complete, no violations
Yosys Warn Count - 1
Critical Path AT - 1570 ps
Peak supply drop - 0.0001064 V
DR WL/cell - 11.83 um
Post-layout period usage - 72.36%
Critical path type - flip-flop to output pin
Chip area - 6400 um^2
Via Count - 569
Max clock buf depth - 2
Post-synth mux share - 1.536%
DRT Pass-1 Iters - 4
First-pass GRT wire length - 2.670 mm
Met3 Wirelength - 141 um
CP Cell Sequence - clkdlybuf4s50_1
Post-DR vias/cell - 4.094
Min Tclk post-route - 2171 ps
CP bufs+invs - 1
Max incr delay on CP - 740 ps
Layout cells sized above 1 - 6.452%
Core footprint - 3416 um^2
Setup violations, final - 0
Max-cap violations - 0
Unique cell types - 33
Post-synth EDFFs - 0
Endpoints left unconstrained - 13
Final max-slew violation count - 0
Finished Core Util - 24.47%
Num rows - 21
M1 WL - 654 um
# DRC - 0
XOR Share, Synth - 1.344%
HP Class - primary input to async pin
Main synth FF type - dlxtn_1
Yosys Chip Area - 651.9 um^2
Post-DP HPWL - 1.343 mm
OpenROAD warnings - 25
GPL Wtd Cong - 0.8444
Die Wd - 80 um
Clk slew on worst S/H paths - 40 ps
CTS Buf Count - 3
Pwr Density - 576.3 nW/um^2
CTS H-tree depth - 1
Post-synthesis cell area - 651.9 um^2
I/O pin cnt - 27
Area fraction in compound gates - 24.38%
Met2 wire length - 818 um
Die Y - 80 um
TritonCTS clock tree - yes
Count of input and output buffers - 18
Relative slew slack - 57.44%
CP top delay family - flip-flops
Final Skew - 1.448 ps
GRT Resource Usage Total - 4.952%
Setup Buffers After CTS - 0
Mapped Avg Cell Area - 8.148 um^2
Cells after synthesis - 80
FP Util - 19.08%
Simple Share, Synth - 25.53%
CP max stage cell - dfrtp_1
Maximum fanout along the worst path - 20
Max Clk Rate - 0.4607 GHz
Top Layer Used - met4
Synthesis-to-layout area growth - 28.22%
Crit end category - output pin
Least-Margin Pin Slew - 638.4 ps
Latency at later pin - 230 ps
Synth async-reset ratio - 40.00%
Logic family by area - simple AND/OR/NAND/NOR gates
Unrepaired setup endpoints after global routing - no
Final wirelength - 1.644 mm
# diodes - 0
Vias in the first global route - 566
Count of unclocked register or latch pins - 6
Final Hold Fails - 0
Post-cts sizing count - 0
Crit path launch - ea[0]
Remaining antenna violation count - 0
cells by family after synthesis:
family / Yosys count
AND-OR/OR-AND: 22
XOR/XNOR: 1
buffers and inverters: 18
flip-flops: 4
latches: 6
multiplexers: 1
other: 1
AND/OR/NAND/NOR: 27
flip-flops by register name (all words and copies together) (netlist names):
register	count
td	1
rdc	1
rr	2
ea	4
ljl	1
ljn	1
power by group:
| part | internal, uW | switching, uW |
|---|---|---|
| sequential | 81.5 | 83.5 |
| combinational | 144 | 108 |
| clock | 44.6 | 20.4 |
| total | 270 | 212 |
layout by cell type (no fill, tap or decap), types with 2 or more instances in the layout:
| master | instances |
|---|---|
| or3b_1 | 2 |
| a22oi_1 | 3 |
| dfrtp_1 | 4 |
| nand2b_1 | 3 |
| o21ai_0 | 5 |
| a21oi_1 | 4 |
| dlxtn_1 | 6 |
| clkbuf_4 | 3 |
| o22a_1 | 2 |
| nor3_1 | 2 |
| nor2_1 | 5 |
| inv_1 | 3 |
| nor2b_1 | 4 |
| nand2_1 | 4 |
| clkdlybuf4s50_1 | 18 |
| conb_1 | 8 |
Yosys cell counts (2+ instances only):
cell,n,area [um^2]
a22oi_1,3,22.52
dfrtp_1,4,100.1
inv_1,3,11.26
dlxtn_1,6,90.09
or3b_1,2,17.52
nand2b_1,3,18.77
o21ai_0,5,25.02
nor2b_1,4,25.02
buf_4,11,82.58
o22a_1,2,17.52
nor3_1,2,10.01
buf_2,4,20.02
a21oi_1,4,20.02
nor2_1,5,18.77
nand2_1,4,15.01
path summary, 6_finish.rpt:
check	cells after the start	to	slack (ps)
max reg2reg	4	ea[0]	1320
max in group asynchronous	1	ea[3]	2250
min	1	ea[2]	570
min in group clk0	1	ea[0]	760
max	1	ea[0]	830
min reg2reg	1	ea[0]	760
cell type report:
class,count,area [um^2],area share (%)
Clock buffer,3,22.52,2.695
Inverter,3,11.26,1.347
Multi-Input combinational cell,59,374.1,44.76
Sequential cell,10,190.2,22.75
Tap cell,46,57.56,6.886
Timing Repair Buffer,18,180.2,21.56
layer usage:
layer  global-route usage [%]  vias up
li1                         -      295
met2                    8.587       18
met5                        0        -
met4                    1.408        0
met1                    5.783      254
met3                    1.364        2
metrics by stage:
stage               instance area, um^2  cells  setup slack, ps  hold slack, ps  total power [uW]
floorplan                         678.2     87             1565           304.4             347.0
global placement                  813.3    136            989.5           741.7             419.3
detailed placement                813.3    136            950.6           751.3             419.5
CTS                               835.8    139            833.3           579.3             487.1
global route                      835.8    139            732.6           593.0             529.6
finish                            835.8    139            829.2           574.9             481.7
No activity file was given, so power comes from the tool's default toggle rates.
